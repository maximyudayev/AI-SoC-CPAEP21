$ cat /design/flow/config.mk
export PLATFORM = sky130hd
export DESIGN_NAME = multiplier
export DESIGN_NICKNAME = multiplier
export VERILOG_FILES = /design/flow/design.v
export SDC_FILE = /design/flow/constraint.sdc
export NUM_CORES = 4
export LEC_CHECK = 1
export CORE_UTILIZATION = 50
$ cat /design/flow/constraint.sdc
current_design multiplier

set clk_period 13.5
set clk_io_pct 0.2

create_clock -name clk0 -period $clk_period

set non_clock_inputs [all_inputs -no_clocks]
set_input_delay [expr $clk_period * $clk_io_pct] -clock clk0 $non_clock_inputs
set_output_delay [expr $clk_period * $clk_io_pct] -clock clk0 [all_outputs]
$ cat /design/flow/design.v
module multiplier #(
    parameter int A_WIDTH     = 16,
    parameter int B_WIDTH     = 16,
    parameter int OUT_WIDTH   = A_WIDTH + B_WIDTH,
    parameter int OUT_SCALE   = 16
  )
  (
    input logic signed [A_WIDTH-1:0] a,
    input logic signed [B_WIDTH-1:0] b,
    output logic signed [OUT_WIDTH-1:0] out
  );
  localparam INTERMEDIATE_WIDTH = A_WIDTH + B_WIDTH;
  logic signed [INTERMEDIATE_WIDTH-1:0] a_extended;
  assign a_extended = a;
  logic signed [INTERMEDIATE_WIDTH-1:0] b_extended;
  assign b_extended = b;
  logic signed [INTERMEDIATE_WIDTH-1:0] unscaled_out;
  assign unscaled_out = a*b;
  logic signed [OUT_WIDTH-1:0] out_wo_delay;
  assign out = unscaled_out >>> OUT_SCALE;
endmodule
$ cat /design/flow/run.sh
#!/bin/bash
# OpenROAD 26Q1-2900-gdf79404cd8, Yosys 0.63+post, stock flow scripts
make -C /OpenROAD-flow-scripts/flow DESIGN_CONFIG=/design/flow/config.mk WORK_HOME=/design/flow/orfs finish
==> summary.txt <==
Purpose: to document the outcome of synthesis and place and route.

Placement
The count of buffers added on input and output ports is 64. The estimated wirelength of the detail-placed design is 18000 um. The final weighted congestion recorded by global placement is 0.898. The worst slack at placement is 1.06 ns. The post-place instance area is 10400 um2. Per the placement report, the placed cell count is 1311.

CTS
The number of buffers inserted for hold repair after clock tree synthesis is 0. The post-CTS setup buffer count is 0. Post-CTS repair ended up resizing 0 cells.

Cells and area
The final report gives the standard cell area, fillers excluded, as 10400 um2. The sequential cell count of the final layout is 0. The layout clock buffer count is 0. The area of the multi-input gates is 8270 um2. The area taken by sequential standard cells is reported as 0 um2.

The layout overhead on the synthesized area is 8.26%. The number of fill cells is 1713. In the final layout, the share of cells above drive strength 1 is 1.95%. The final non-filler cell total is 1311.

Outcome
The run finished with clean final reports.

Logic synthesis
Per the synthesis report, the simple-gate share of the synthesized area is 16.1%. Counting instances in the post-synthesis netlist gives the leading cell types as inv_1, fa_1, nand2_1, and2_1, ha_1. After synthesis the cells add up to 9570 um2. The largest combinational cell category by area is adder cells.

The parity-gate share of the synthesized area counting xor and xnor cells is 2.01%. The average instance area after synthesis is 9.13 um2. The area fraction in mux cells is 0%. Per the synthesis report, the single largest cell type by area occupies 54.6% of cell area.

The number of warnings printed during yosys synthesis is 0. Sorting the synthesis cell report by count puts at the top inv_1. Per the synthesis report, the adder-cell share of the synthesized area is 64.9%. The AND-OR/OR-AND share of the synthesized area is 3.40%. The share of synthesized area occupied by flip-flops and latches is 0%. In the Yosys stats the netlist draws on 40 distinct library cells. Yosys attributes the largest share of cell area to fa_1, inv_1, ha_1.

The cell count after synthesis is 1048. Sorting the Yosys area breakdown by cell type puts at the top fa_1. Yosys stat counts 1048 cells in the synthesized netlist.

The area recorded from the Yosys report for this design is 9570 um2.

Worst setup path
STA classifies the critical path endpoint as an output port. The worst setup path is launched from an input port. The required time reported for the critical path endpoint is 10.80 ns. Along the worst path, the maximum fanout reaches 17.

In the setup report, the worst path falls into the class in2out. Data arrives at the worst endpoint at 9.72 ns.

Job
The number of maximum-capacitance violations is 0. OpenROAD emitted warnings numbering 32.

Floorplan
The vertical die dimension is 140 um. For this design the top-level I/O count stands at 64. The die is 140 um wide.

The core region is 18700 um2. The placement row count is 50. The initial utilization of the core area, before any placement, comes to 51.2%.

The area of the die is 19700 um2.

Hold path
The number of cells on the worst hold path is 10. The classification of the worst-slack hold path is in2out. The source of the worst hold timing path is b[1]. In the hold report, the worst path ends at out[4].

Final timing
Setup total negative slack on the finished layout was measured at 0 ns. Derived from the worst setup path, the maximum achievable clock frequency is 80.5 MHz. The minimum clock period is 12.42 ns.

The final max-slew violation count is 0. The worst setup margin is 1.08 ns. The share of the clock period used by the worst path is 92.0%. The slew at the pin closest to its max-slew limit is 0.831 ns. Setup repair after global routing left no endpoint under its margin.

The relative max-transition margin is 44.4%. The final tally of setup violations is 0. The final-report hold violation count is 0.

Routing
The starting DRC count in detailed routing is 158. The first detailed-routing pass took 6 iterations. After detailed routing, the total wire length is 21000 um. The antenna cell count is 0. The count of nets left with antenna violations once routing finished came out at 0. The routed design shows a via density per instance of 4.99. The final routed DRC violation total is 0. The script logs the mean routed wire length per placed instance as 16.1 um. The vias after detailed routing is 6536.

GRT
The leftover overflow at the end of global routing is 0. The maximum number of pins on one net before global-route repair is 18. Global routing used 26.2% of the available tracks across all layers. The via count of the first global-routing pass is 7162. The initial antenna violation count came to 0. The first global-routing pass estimated 36600 um of wire.
-- worst max-delay path, cell delays in order --
cell	delay [ns]
clkdlybuf4s50_1	0.90
nand2_1	0.18
inv_1	0.12
fa_1	0.55
fa_1	0.83
inv_1	0.15
fa_1	0.50
fa_1	0.57
fa_1	0.43
fa_1	0.49
inv_1	0.04
ha_1	0.35
and4_1	0.23
a2111oi_0	0.59
a21oi_1	0.17
nor3_2	0.19
buf_4	0.22
clkdlybuf4s50_1	0.49
-- layout make-up --
class	instances	area share, %
inverter	283	10.2
timing repair buffer	77	7.12
tap	234	2.83
multi-input combinational	717	79.8
-- kinds of logic (layout without fill, tap and decap cells) --
group | Yosys count | count (layout)
fa+ha+maj | 340 | 340
buf+inv | 331 | 360
xor+xnor | 22 | 22
simple gates | 308 | 308
compound gates | 47 | 47
-- worst max path at each step --
stage	start	to	depth (start not counted)
finish	b[2]	out[24]	18
CTS	b[2]	out[27]	18
global route	b[2]	out[31]	18
-- layout by cell type, fill, tap and decap left out, types with 2 or more instances in the layout --
master | netlist | layout
nand3_1 | 6 | 6
clkdlybuf4s50_1 | 0 | 64
xnor2_1 | 18 | 18
or3_1 | 2 | 2
a21o_2 | 3 | 3
a21boi_0 | 2 | 2
nand4_1 | 5 | 5
nor3_1 | 3 | 3
buf_4 | 16 | 13
nor2_1 | 25 | 25
nand2b_1 | 6 | 6
a21oi_1 | 19 | 19
inv_1 | 283 | 283
and4_1 | 2 | 2
nand2_1 | 130 | 130
o21a_1 | 2 | 2
ha_1 | 79 | 79
o21ai_0 | 4 | 4
a21o_1 | 3 | 3
o21ai_1 | 3 | 3
and2_1 | 124 | 124
xor2_1 | 4 | 4
fa_1 | 261 | 261
-- routing by layer --
layer,share of wire (%),vias up,wire [um],track usage [%]
met5,0,-,0,0
met4,0.61,0,128,1.45
met3,8.8,8,1860,8.67
met2,47,222,9970,40.7
met1,43,3249,9090,40.6
li1,-,3057,-,-
-- per-stage QoR --
stage / util (%) / hold slack (ns)
after floorplan: - / 5.93
after global placement: 55.4 / 7.14
after detailed placement: 55.4 / 7.12
after CTS: 55.4 / 7.14
after global routing: 55.4 / 7.31
final: 55.4 / 7.14
