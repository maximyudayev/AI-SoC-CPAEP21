### flow/config.mk
export PLATFORM = sky130hd
export DESIGN_NAME = register
export DESIGN_NICKNAME = register
export VERILOG_FILES = /design/flow/design.v
export SDC_FILE = /design/flow/constraint.sdc
export NUM_CORES = 4
export LEC_CHECK = 1
export CORE_AREA = 10 10 84 84
export DIE_AREA = 0 0 94 94
### flow/constraint.sdc
current_design register

set clk_period 1.0
set clk_io_pct 0.2

create_clock -name clk0 -period $clk_period [get_ports {clk}]

set non_clock_inputs [all_inputs -no_clocks]
set_input_delay [expr $clk_period * $clk_io_pct] -clock clk0 $non_clock_inputs
set_output_delay [expr $clk_period * $clk_io_pct] -clock clk0 [all_outputs]
### flow/design.v
module register #(
    parameter integer WIDTH       = 20,
    parameter integer RESET_VAL   = 'b0
  )
  (
    input  logic              clk,
    input  logic              arst_n_in,  
    input  logic [WIDTH-1:0]  din,
    output logic [WIDTH-1:0]  qout,
    input  logic 	     				we  
  );
  logic [WIDTH-1:0] r;
  always_ff @(posedge clk, negedge arst_n_in) begin
     if(arst_n_in==0)begin
        r <= RESET_VAL;
     end else begin
        if(we)
          r <= din;
     end
  end
  assign qout = r;
endmodule
### flow/run.sh
#!/bin/bash
# OpenROAD 26Q1-2900-gdf79404cd8, Yosys 0.63+post, stock flow scripts
make -C /OpenROAD-flow-scripts/flow DESIGN_CONFIG=/design/flow/config.mk WORK_HOME=/design/flow/orfs finish
==> impl_metrics.json <==
{
  "root_buffer": "clkbuf_8",
  "cts_tree": "built",
  "firstDrtPassIters": 2,
  "rsz0062_at_grt": "yes",
  "drt_iter0_markers": 31,
  "peakVddDrop_mv": 0.394,
  "wl_per_cell_um": 13.2,
  "fp_util_pct": 15.8,
  "fmax_ghz": 1.02,
  "place_area_um2": 1380,
  "p_leak_uw": 0.000704,
  "status": "finished clean",
  "place_ws_ns": -0.396,
  "power_density_nw_per_um2": 1390,
  "required_ns": 1.15,
  "power.total_uw": 2010,
  "clkLatencyLatePin_ns": 0.26,
  "slew_violations": 0,
  "drive_gt1_share_pct": 59.6,
  "edf_count": 0,
  "regToRegStartpoint": "r[14]$_DFFE_PN0P_",
  "maxCapViolCount": 0,
  "clockPowerShare_pct": 31.4,
  "setup_viol": 0,
  "antenna_found_initial": 0,
  "largestRegisters": "r (20)",
  "cp_max_fo": 2,
  "power_switching_uw": 430,
  "place_congestion": 0.741,
  "seqPwrFrac_pct": 46.2,
  "ctsHoldBuffers": 0,
  "ys_area_um2": 823,
  "synthToLayoutAreaGrowth_pct": 76.4,
  "dp_hpwl_um": 1670,
  "ys_ff": 20,
  "reg2reg_depth": 3,
  "top_register": "r",
  "ant_nets": 0,
  "swShare_pct": 21.4,
  "largest_area_cell": "dfrtp_1",
  "hold_ws_ns": 0.276,
  "grt_pass1_vias": 653,
  "via_per_inst": 3.19,
  "log.warning_count": 26,
  "tightestPinTransition_ns": 0.193,
  "syn_area_per_cell_um2": 19.6,
  "drt_wl_total_um": 2290,
  "die_height_um": 94,
  "syn-cell-area_um2": 823,
  "coreArea_um2": 5200,
  "critPathLaunchType": "register",
  "hold_class": "in2async",
  "antennaDiodeCount": 0,
  "gr-total-overflow": 0,
  "min_period_ns": 0.976,
  "postSynthSeqShare_pct": 60.8,
  "setup_slack_ns": 0.0240,
  "rrSetupSlack_ns": 0.02,
  "cts_buffers": 3,
  "synth.top_cell.area_share_pct": 60.8,
  "slew_headroom_pct": 87.1,
  "async_flop_share_pct": 100,
  "yosys-top-cells-count": "dfrtp_1, mux2_4, buf_6",
  "io_buffers": 42,
  "row_count": 26,
  "cts.clk_slew.worst_paths_ns": 0.08,
  "grt_usage_pct": 5.30,
  "cts_htree_levels": 1,
  "design_area_um2": 1450,
  "grt_pass1_wl_um": 3680,
  "via_count": 555,
  "ys.flop_type": "dfrtp_1",
  "grt_max_degree": 21,
  "r2r_end": "r[14]$_DFFE_PN0P_",
  "yosys_cells": 42,
  "synthCells": 42,
  "timing.final.crit_share_pct": 97.6,
  "critical_path_class": "reg2reg",
  "power.internal_uw": 1580,
  "fin_worst_skew_ns": 0,
  "cp.arrival_ns": 1.13,
  "die-area_um2": 8840,
  "cts_buffer_depth": 2,
  "synth.area.top_cells": "dfrtp_1, mux2_4, buf_6",
  "ys_warn_count": 1,
  "combPwrFrac_pct": 22.3,
  "endpoint_kind": "register",
  "die_width_um": 94,
  "largest_reg_flops": 20,
  "drc": 0,
  "finalHoldViolations": 0,
  "synthDistinctLibCells": 3,
  "cts.sinks": 20,
  "pin_count": 43,
  "tns_ns": 0
}
-- final cells by class --
cell class | instances | area (um^2)
Multi-Input combinational cell | 20 | 300
Sequential cell | 20 | 500
Fill cell | 543 | 3750
Clock buffer | 4 | 55.1
Tap cell | 70 | 87.6
Timing Repair Buffer | 60 | 509
-- worst max path at each step --
stage | slack (ns) | depth (start not counted) | startpoint | endpoint
after CTS | 0.01 | 3 | r[14]$_DFFE_PN0P_ | r[14]$_DFFE_PN0P_
after global routing | -0.01 | 1 | r[13]$_DFFE_PN0P_ | qout[13]
final | 0.02 | 3 | r[14]$_DFFE_PN0P_ | r[14]$_DFFE_PN0P_
-- power groups by stage --
stage / logic, uW / clock network, uW / registers (uW)
6_report: 450 / 633 / 930
5_1_grt: 491 / 699 / 943
4_1_cts: 460 / 659 / 930
-- stage by stage --
step,util (%),std cells
floorplan,-,42
CTS,27.8,174
global route,27.9,174
global placement,26.5,158
finish,27.9,174
detailed placement,26.5,158
-- layout by cell type, fill, tap and decap left out --
cell | Yosys | final
buf_2 | 0 | 20
mux2_4 | 20 | 20
clkbuf_8 | 0 | 4
buf_6 | 2 | 1
clkdlybuf4s15_1 | 0 | 1
buf_12 | 0 | 2
buf_4 | 0 | 14
bufbuf_16 | 0 | 1
dfrtp_1 | 20 | 20
clkdlybuf4s50_1 | 0 | 21
-- worst max-delay path, cell delays in order (launching register included) --
cell	delay [ns]
dfrtp_1	0.39
buf_6	0.11
buf_4	0.11
mux2_4	0.25
-- kinds of logic after synthesis --
group	share of synthesized area, %
flip-flops	60.8
multiplexers	36.5
buffers and inverters	2.74
-- metal layers --
| metal | GRT usage, % | share of wire [%] |
|---|---|---|
| met5 | 0 | 0 |
| met4 | 1.27 | 2.1 |
| met3 | 0.889 | 3.1 |
| met2 | 7.95 | 48 |
| met1 | 7.74 | 47 |
-- timing repair --
item | 4_1_cts | 5_1_grt
setup endpoints to repair | 40 | 12
pin swaps | 0 | 0
gates resized | 62 | 1
gates cloned | 1 | 0
setup buffers | 11 | 1
No activity file was given, so power comes from the tool's default toggle rates.
